File: flow/design.v
module SerialRX(clk, RxD, RxD_data_ready, RxD_data, RxD_endofpacket, RxD_idle);
input clk, RxD;
output RxD_data_ready;   
output [7:0] RxD_data;
parameter ClkFrequency = 12000000;  
parameter Baud = 115200;
output RxD_endofpacket;   
output RxD_idle;   
parameter Baud8 = Baud*8;
parameter Baud8GeneratorAccWidth = 16;
wire [Baud8GeneratorAccWidth:0] Baud8GeneratorInc = ((Baud8<<(Baud8GeneratorAccWidth-7))+(ClkFrequency>>8))/(ClkFrequency>>7);
reg [Baud8GeneratorAccWidth:0] Baud8GeneratorAcc;
always @(posedge clk) Baud8GeneratorAcc <= Baud8GeneratorAcc[Baud8GeneratorAccWidth-1:0] + Baud8GeneratorInc;
wire Baud8Tick = Baud8GeneratorAcc[Baud8GeneratorAccWidth];
reg [1:0] RxD_sync_inv;
always @(posedge clk) if(Baud8Tick) RxD_sync_inv <= {RxD_sync_inv[0], ~RxD};
reg [1:0] RxD_cnt_inv;
reg RxD_bit_inv;
always @(posedge clk)
if(Baud8Tick)
begin
  if( RxD_sync_inv[1] && RxD_cnt_inv!=2'b11) RxD_cnt_inv <= RxD_cnt_inv + 2'h1;
  else
  if(~RxD_sync_inv[1] && RxD_cnt_inv!=2'b00) RxD_cnt_inv <= RxD_cnt_inv - 2'h1;
  if(RxD_cnt_inv==2'b00) RxD_bit_inv <= 1'b0;
  else
  if(RxD_cnt_inv==2'b11) RxD_bit_inv <= 1'b1;
end
reg [3:0] state;
reg [3:0] bit_spacing;
wire next_bit = (bit_spacing==4'd10);
always @(posedge clk)
if(state==0)
  bit_spacing <= 4'b0000;
else
if(Baud8Tick)
  bit_spacing <= {bit_spacing[2:0] + 4'b0001} | {bit_spacing[3], 3'b000};
always @(posedge clk)
if(Baud8Tick)
case(state)
  4'b0000: if(RxD_bit_inv) state <= 4'b1000;   
  4'b1000: if(next_bit) state <= 4'b1001;   
  4'b1001: if(next_bit) state <= 4'b1010;   
  4'b1010: if(next_bit) state <= 4'b1011;   
  4'b1011: if(next_bit) state <= 4'b1100;   
  4'b1100: if(next_bit) state <= 4'b1101;   
  4'b1101: if(next_bit) state <= 4'b1110;   
  4'b1110: if(next_bit) state <= 4'b1111;   
  4'b1111: if(next_bit) state <= 4'b0001;   
  4'b0001: if(next_bit) state <= 4'b0000;   
  default: state <= 4'b0000;
endcase
reg [7:0] RxD_data;
always @(posedge clk)
if(Baud8Tick && next_bit && state[3]) RxD_data <= {~RxD_bit_inv, RxD_data[7:1]};
reg RxD_data_ready;
always @(posedge clk)
begin
  RxD_data_ready <= (Baud8Tick && next_bit && state==4'b0001 && ~RxD_bit_inv);   
end
reg [4:0] gap_count;
always @(posedge clk) if (state!=0) gap_count<=5'h00; else if(Baud8Tick & ~gap_count[4]) gap_count <= gap_count + 5'h01;
assign RxD_idle = gap_count[4];
reg RxD_endofpacket; always @(posedge clk) RxD_endofpacket <= Baud8Tick & (gap_count==5'h0F);
endmodule
File: flow/run.sh
#!/bin/bash
# OpenROAD 26Q1-2900-gdf79404cd8, Yosys 0.63+post, stock flow scripts
make -C /OpenROAD-flow-scripts/flow DESIGN_CONFIG=/design/flow/config.mk WORK_HOME=/design/flow/orfs finish
File: flow/config.mk
export PLATFORM = sky130hd
export DESIGN_NAME = SerialRX
export DESIGN_NICKNAME = SerialRX
export VERILOG_FILES = /design/flow/design.v
export SDC_FILE = /design/flow/constraint.sdc
export NUM_CORES = 4
export LEC_CHECK = 1
export CORE_AREA = 10 10 107 107
export DIE_AREA = 0 0 117 117
File: flow/constraint.sdc
current_design SerialRX

set clk_period 2.7
set clk_io_pct 0.2

create_clock -name clk0 -period $clk_period [get_ports {clk}]

set non_clock_inputs [all_inputs -no_clocks]
set_input_delay [expr $clk_period * $clk_io_pct] -clock clk0 $non_clock_inputs
set_output_delay [expr $clk_period * $clk_io_pct] -clock clk0 [all_outputs]
==> results.tsv <==
metric	value	unit
status	complete, no violations	
post-CTS setup buffers	0	
slew margin rel.	0.5481	
Filler cells	961	
CTS Hold Buffers Added	0	
Int Pwr	939.7	uW
Tmin final	1.690	ns
post-cts sizing count	0	
max frequency	591.8	MHz
Num CTS Buffers	5	
Worst path slowest cell	clkdlybuf4s50_1	
Final TNS setup	0	ns
Crit path max-delay family	buffers and inverters	
sequential share of power	0.597	
clk sinks	45	
Lkg Pwr	0.8003	nW
final number of setup-violating endpoints	0	
Mean Syn Cell Area	10.86	um^2
Hold WS	0.4161	ns
asr flop ratio synth	0	
Die ar.	0.01369	mm^2
Routed WL	2.722	mm
dominant logic cell type in the layout	dfxtp_1	
Final ANT Viol Nets	0	
overall global routing resource usage	0.04131	
Layout area overhead	18.90	%
Hold Violations, Final	0	
switch share	0.1957	
clk ins delay skew pair	0.30	ns
H-tree depth	2	
Via density	3.949	
Sequential Area	0.001071	mm^2
GR Util met1	0.05639	
clock buffer depth	2	
Registers, synthesis	45	
post-synthesis cell count	170	
Crit Path Max Fanout	3	
Port Buffer Count	12	
Crit Path Class	reg2out	
area share, top type	0.3035	
worst-margin pin slew	0.6717	ns
grt met3 use	0.01651	
average wire per cell in the routed design	9.196	um
# rows	35	
initial antenna violation count	0	
met2 Track Usage GR	0.06224	
VDD IR max	0.1755	mV
Yosys chip area	0.001847	mm^2
Clock Root Buffer	clkbuf_8	
CP Capture Type	primary output	
largest net degree at the start of global routing	16	
share of the yosys chip area belonging to registers	0.5799	
Max-cap violations	0	
Setup WS pre-CTS	1.147	ns
Yosys warnings	1	
core area	0.009196	mm^2
Post-synth EDFFs	17	
Synth area leader	dfxtp_1	
HP Class	reg2reg	
Residual DRC	0	
clock-pin slew on the worst setup and hold paths	0.09	ns
element type at the critical path start	flop	
CP cell instances	clkdlybuf4s50_1	
Setup Skew	0.008099	ns
Power Density	532.1	mW/mm^2
TritonCTS clock tree	done	
OpenROAD warning count	27	
main flop type	dfxtp_1	
most frequent cells in the layout	dfxtp_1, nor2_1, edfxtp_1	
clock network power share	0.401	
comb. cell area	715.7	um^2
yosys cell count	170	
Cell area leaders	dfxtp_1, edfxtp_1, ha_1	
Final Max Slew Viols	0	
first-pass GRT wire length	4.698	mm
layout cell share with drive strength beyond 1	0.05405	
Iter 0 DRT Violations	68	
GRT Max-Usage Layer	met2	
n_diodes	0	
vias in the first global route	1088	
biggest cell delay along the critical path	0.49	ns
Crit path buffers/inverters	1	
grt total ovfl	0	
GP Congestion	0.7727	
chip width	117	um
fin crit share	0.6258	
Net Sw Power	228.7	uW
synthesized area	0.001847	mm^2
Cell Type Count	31	
num ports	13	
Die Y	117	um
total number of vias	1169	
post-DP HPWL	1.951	mm
Final Worst Setup Slack	1.010	ns
WP data required	2.16	ns
Core Util at FP	0.2008	
crit path DAT	1.15	ns
DR pass1 iterations	4	
combinational power share	0.002	
RSZ-0062 raised after global routing	false	
## cell usage after synthesis, types with 4 or more instances
master / count
a21oi_1: 7
nand2_1: 10
o21ai_0: 6
clkbuf_1: 5
nor2b_1: 5
nor2_1: 18
edfxtp_1: 17
xnor2_1: 10
dfxtp_1: 28
xor2_1: 9
ha_1: 7
and3_1: 4
inv_1: 11
nor3_1: 5
## final timing paths
check                                        endpoint  slack (ns)                 start  cells after the start
worst max register to register  Baud8GeneratorAcc[12]        1.14  Baud8GeneratorAcc[0]                      5
worst max-delay path                         RxD_idle        1.01          gap_count[4]                      1
worst min register to register   Baud8GeneratorAcc[0]        0.42  Baud8GeneratorAcc[0]                      1
worst min-delay path             Baud8GeneratorAcc[0]        0.42  Baud8GeneratorAcc[0]                      1
## routing by layer
metal,wire [um],vias to the layer above,share of wire
met5,0,-,0
met3,154,4,0.057
met1,1419,532,0.52
li1,-,617,-
met4,33,0,0.012
met2,1114,16,0.41
## cell type report
class | count | area share
repair buffers | 12 | 0.05470
multi-input cells | 109 | 0.3259
flip-flops and latches | 45 | 0.4877
well taps | 111 | 0.06325
inverters | 11 | 0.01880
clock inverters | 2 | 0.006838
clock buffers | 6 | 0.04273
## cell families after synthesis
kind of cell	Yosys count	share of synthesized area
mux	2	0.01084
xor+xnor	19	0.09011
compound gates	24	0.08537
buf+inv	16	0.03252
fa+ha+maj	7	0.04742
simple gates	57	0.1538
flops	45	0.5799
## stage by stage
step	utilization	std cells	area [um^2]	power (mW)
6_report	0.2388	296	2196	1.168
5_1_grt	0.2388	296	2196	1.218
4_1_cts	0.2388	296	2196	1.187
3_5_place_dp	0.2269	288	2087	0.7160
3_3_place_gp	0.2269	288	2087	0.7160
2_1_floorplan	-	170	1847	0.7141
## flip-flops by register name, summed over array words and instances (netlist names)
signal	count
RxD_sync_inv	2
RxD_data	8
bit_spacing	4
RxD_endofpacket	1
state	4
RxD_bit_inv	1
Baud8GeneratorAcc	17
gap_count	5
RxD_cnt_inv	2
RxD_data_ready	1
## power by group through the flow
| stage | Clock [mW] | Sequential [mW] | Combinational (mW) |
|---|---|---|---|
| after global routing | 0.517 | 0.698 | 0.00216 |
| final | 0.468 | 0.698 | 0.00194 |
| after CTS | 0.487 | 0.698 | 0.00210 |
Power figures rest on the tool's default switching activity, not on a simulated workload.
