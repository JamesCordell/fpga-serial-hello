`design/flow/config.mk`:
```
export PLATFORM = sky130hd
export DESIGN_NAME = Main
export DESIGN_NICKNAME = Main
export VERILOG_FILES = /design/flow/design.v
export SDC_FILE = /design/flow/constraint.sdc
export NUM_CORES = 4
export LEC_CHECK = 1
export CORE_UTILIZATION = 40
```
`design/flow/constraint.sdc`:
```
current_design Main

set clk_period 2.9
set clk_io_pct 0.2

create_clock -name clk0 -period $clk_period [get_ports {clk}]

set non_clock_inputs [all_inputs -no_clocks]
set_input_delay [expr $clk_period * $clk_io_pct] -clock clk0 $non_clock_inputs
set_output_delay [expr $clk_period * $clk_io_pct] -clock clk0 [all_outputs]
```
`design/flow/design.v`:
```
`timescale 1ns / 1ps
module LedPWM(
    input clk,
    input [7:0] value,
    output out
    );
reg [7:0]    PWMCounter;
reg            outreg;
always @(posedge clk)
begin
        if(PWMCounter <= value & value != 0)
            outreg <= 1;
        else
            outreg <= 0;
        PWMCounter <= PWMCounter+1;
end
assign out = outreg;
endmodule
module Main(
    input clk,
    input rst,
    output uart0_txd,
    output led_a
);
reg     [5:0]     contus         = 0;                
wire              clk1us         = (contus > 12);     
reg     [10:0]     conts          = 0;                
wire              clk1s          = (conts > 2047);    
always @(posedge clk)
  if(contus == 12)  
    contus <= 0;
  else
    contus <= contus + 1;
always @(posedge clk1us)
  conts <= conts + 1;
wire [7:0] hellostring [0:12];
assign hellostring[0]  = "H";
assign hellostring[1]  = "e";
assign hellostring[2]  = "l";
assign hellostring[3]  = "l";
assign hellostring[4]  = "o";
assign hellostring[5]  = " ";
assign hellostring[6]  = "W";
assign hellostring[7]  = "o";
assign hellostring[8]  = "r";
assign hellostring[9]  = "l";
assign hellostring[10] = "d";
assign hellostring[11] = "!";
assign hellostring[12] = "\n";
reg    [7:0]        ledpwm0         =  127;
reg    [5:0]        TXByteCount     =   13;                 
reg    [5:0]        TXByteSent      =    0;                 
reg                 TXBusy          =    1;                 
reg    [7:0]        TXSendBuffer    =    0;                 
reg                 TXSend          =    0;                 
wire                TXTransmitting;                         
always @(posedge clk1s)
begin
  ledpwm0 <= ledpwm0 + 1;
end
always @(posedge clk)
begin
        if(TXBusy)     
        begin
            if(~TXTransmitting)     
            begin
                if(~TXSend)
                begin
                    if(TXByteCount > 0)     
                    begin
                            TXSend             <=    1;
                            TXSendBuffer       <=    hellostring[TXByteSent];
                            TXByteCount        <=    TXByteCount -1;
                            TXByteSent         <=    TXByteSent + 1;
                    end
                    else
                    begin     
                            TXBusy        <=    1;
                            TXByteSent    <=    0;
                            TXSend        <=    0;
                            TXByteCount   <=    13;
                    end
                end
            end
            else
                TXSend    <=    0;
        end
end
LedPWM led0 (
  .clk(clk1us),
  .value(ledpwm0),
  .out(led_a)
);
SerialTX RS232_Transmitter (
  .clk(clk),
  .TxD_start(TXSend),
  .TxD_data(TXSendBuffer),
  .TxD(uart0_txd),
  .TxD_busy(TXTransmitting)
);
endmodule
module SerialTX(clk, TxD_start, TxD_data, TxD, TxD_busy);
input clk, TxD_start;
input [7:0] TxD_data;
output TxD, TxD_busy;
parameter ClkFrequency = 12000000;   
parameter Baud = 115200;
parameter RegisterInputData = 1;   
parameter BaudGeneratorAccWidth = 16;
reg [BaudGeneratorAccWidth:0] BaudGeneratorAcc;
wire [BaudGeneratorAccWidth:0] BaudGeneratorInc = ((Baud<<(BaudGeneratorAccWidth-4))+(ClkFrequency>>5))/(ClkFrequency>>4);
wire BaudTick = BaudGeneratorAcc[BaudGeneratorAccWidth];
wire TxD_busy;
always @(posedge clk) if(TxD_busy) BaudGeneratorAcc <= BaudGeneratorAcc[BaudGeneratorAccWidth-1:0] + BaudGeneratorInc;
reg [3:0] state;
wire TxD_ready = (state==0);
assign TxD_busy = ~TxD_ready;
reg [7:0] TxD_dataReg = 0;
always @(posedge clk) if(TxD_ready & TxD_start) TxD_dataReg <= TxD_data;
wire [7:0] TxD_dataD = RegisterInputData ? TxD_dataReg : TxD_data;
always @(posedge clk)
case(state)
  4'b0000: if(TxD_start) state <= 4'b0001;
  4'b0001: if(BaudTick) state <= 4'b0100;
  4'b0100: if(BaudTick) state <= 4'b1000;   
  4'b1000: if(BaudTick) state <= 4'b1001;   
  4'b1001: if(BaudTick) state <= 4'b1010;   
  4'b1010: if(BaudTick) state <= 4'b1011;   
  4'b1011: if(BaudTick) state <= 4'b1100;   
  4'b1100: if(BaudTick) state <= 4'b1101;   
  4'b1101: if(BaudTick) state <= 4'b1110;   
  4'b1110: if(BaudTick) state <= 4'b1111;   
  4'b1111: if(BaudTick) state <= 4'b0010;   
  4'b0010: if(BaudTick) state <= 4'b0011;   
  4'b0011: if(BaudTick) state <= 4'b0000;   
  default: if(BaudTick) state <= 4'b0000;
endcase
reg muxbit;
always @( * )
case(state[2:0])
  3'd0: muxbit <= TxD_dataD[0];
  3'd1: muxbit <= TxD_dataD[1];
  3'd2: muxbit <= TxD_dataD[2];
  3'd3: muxbit <= TxD_dataD[3];
  3'd4: muxbit <= TxD_dataD[4];
  3'd5: muxbit <= TxD_dataD[5];
  3'd6: muxbit <= TxD_dataD[6];
  3'd7: muxbit <= TxD_dataD[7];
endcase
reg TxD;
always @(posedge clk) TxD <= (state<4) | (state[3] & muxbit);   
endmodule
```
`design/flow/run.sh`:
```
#!/bin/bash
# OpenROAD 26Q1-2900-gdf79404cd8, Yosys 0.63+post, stock flow scripts
make -C /OpenROAD-flow-scripts/flow DESIGN_CONFIG=/design/flow/config.mk WORK_HOME=/design/flow/orfs finish
```
==> results.ini <==
[flow_run]
max_cap_viol_count = 0
tool_warnings = 31

[power]
swShare_pct = 17.3
power_frac_seq_pct = 62.7
vdd_drop_max_uv = 178
power.net_switching_uw = 224
p_leak_nw = 1.48
comb_power_share_pct = 0
p_clk_share_pct = 37.3
internal_power_mw = 1.07
powerDensity_nw_per_um2 = 326

[run_status]
status = finished clean

[sta]
max_freq_mhz = 494
timing.final.hold_violations = 0
unclocked_pins = 28
fin_crit_sh_pct = 69.8
slew_headroom_pct = 43.6
grt_setup_unrepaired = no
setup_viol = 0
drv_slew = 0
finClkSkew_ns = 0.00822
period_needed_ns = 2.03
unconstrained_endpoints = 29
holdWs_ns = 0.426
tightest_slew_ns = 0.840
tns_ns = 0

[cts]
cts-root-buf = clkbuf_8
cts_resized = 0
clk_latency_ns = 0.30
post-cts-setup-buffer-count = 0
hold_buffers = 0
clkSlewWorstSetupHoldPaths_ns = 0.09
cts_buffers = 5
clockBufferDepth = 2
cts_tree = yes
htreeDepth = 2

[routing]
wl_per_cell_um = 10.9
diodes = 0
drc = 0
first_iter_violations = 114
wirelength_um = 4810
via_per_inst = 4.85
first_pass_iters = 6
vias = 2138
drt.antenna.violating_nets = 0

[logic_synthesis]
async_flop_share_pct = 0
ys_chip_area_um2 = 3720
top_cell_area_share_pct = 36.3
yosysWarnings = 3
syn_inst = 328
synth-edff-count = 45
yosysCellCount = 328
synth.avg_cell_area_um2 = 11.4
synthFlopType = edfxtp_1
ys_ff = 81
ys_seq_share_pct = 55.6
synth_cell_types = 49
ys_top_cells_by_area = edfxtp_1, dfxtp_1, xnor2_1
synth_area_leader_cell = edfxtp_1
syn_area_um2 = 3720

[final_layout]
final_area_um2 = 3970
logic_area_um2 = 1530
fillers = 825
area_growth_syn_to_layout_pct = 6.69
drive_above_1_share_pct = 7.81
regArea_um2 = 2070

[worst_setup_path]
cp.required_ns = 2.83
r2r_cells = 6
r2r_slack_ns = 0.87
cp_num_cells = 6
timing.rr.start = TXByteCount[0]$_SDFFCE_PP1P_
critPathTopFamily = simple AND/OR/NAND/NOR gates
crit_arrival_ns = 1.95
max_stage_delay_ns = 0.65
critPathCaptureType = flip-flop
r2r_end = TXSendBuffer[3]$_DFFE_PP_
crit_chain = inv_1 > ha_1 > nand2b_1 > nor4_1 > buf_4 > nor3_1
crit_slowest_cell = nor3_1
cp-start-kind = flip-flop
crit_path_max_fanout = 7
worstPathBufferInverterCount = 2
setup.worst_path.class = reg2reg

[die]
rows = 34
initCoreUtil_pct = 42.1
die_x_um = 98.5
core_um2 = 8850
die_h_um = 98.5
io_pins = 4
chip_area_um2 = 9700

[grt]
grt_antenna_before_repair = 0
grtUsageTotal_pct = 11.1
grt_pass1_wl_um = 8670
grt_start_max_net_pins = 21
overflow = 0
grt_pass1_vias = 1983

[placement]
dpl.hpwl_um = 3500
post_dp_cell_area_um2 = 3860
gpl.final_weighted_congestion = 0.793
io_buffers = 2

[hold_path]
holdPathStages = 0
min_to = RS232_Transmitter.TxD_dataReg[1]$_DFFE_PP_
hp-start = TXSendBuffer[1]$_DFFE_PP_
min_path_type = reg2reg

-- Yosys cell counts, types with 2 or more instances --
master     instances
and3_1             5
o2111ai_1          2
inv_1             20
nor4_1             2
xnor2_1           29
dfxtp_1           36
o21ai_0           13
xor2_1            14
ha_1              20
nand3b_1           4
nand3_1           16
clkbuf_1           3
a21oi_2            2
and2_1             2
buf_2              5
a21oi_1            8
o21a_1             2
edfxtp_1          45
nand2b_1           2
nand4_1            6
nand2_1           26
nor2_1            29
nor3_1             6
nor2b_1            6
-- layout make-up --
type	count	share of cell area (%)
Sequential cell	81	52.2
Multi-Input combinational cell	218	38.5
Tap cell	108	3.40
Inverter	20	1.89
Clock buffer	6	1.83
Timing Repair Buffer	6	1.26
Clock inverter	2	0.976
-- cells in the final DEF (no fill, tap or decap), drive strengths merged, types with 3 or more instances in the layout --
cell type,synthesis,routed
a21oi,10,10
and3,6,6
buf,6,4
clkbuf,3,6
dfxtp,36,36
edfxtp,45,45
ha,20,20
inv,20,20
nand2,26,26
nand3,17,17
nand3b,4,4
nand4,6,6
nor2,29,29
nor2b,6,6
nor3,7,7
nor4,3,3
o21ai,14,14
xnor2,29,29
xor2,14,14
-- kinds of logic (layout without fill, tap and decap cells) --
logic type | after synthesis | count (layout) | synth area share (%)
XOR/XNOR | 43 | 43 | 10.1
flip-flops | 81 | 81 | 55.6
AND/OR/NAND/NOR | 115 | 115 | 16.1
adder cells (fa/ha/maj) | 20 | 20 | 6.72
multiplexers | 3 | 3 | 1.18
AND-OR/OR-AND | 37 | 37 | 6.96
buffers and inverters | 29 | 34 | 3.29
-- stage by stage --
step	util [%]	total power [mW]	cells	setup slack (ns)
floorplan	-	0.830	328	0.779
global placement	43.6	0.830	433	0.922
detailed placement	43.6	0.830	433	0.849
CTS	44.9	1.32	441	0.849
global route	44.9	1.35	441	0.605
finish	44.9	1.30	441	0.875
-- metal layers --
layer	share of wire (%)	GRT usage, %
met5	0	0
met4	0.48	0.918
met3	2.8	2.02
met2	43	16.3
met1	54	18.9
-- worst max-delay path by stage --
stage / startpoint / end / slack [ns]
CTS: TXByteCount[0]$_SDFFCE_PP1P_ / TXSendBuffer[3]$_DFFE_PP_ / 0.85
global route: TXByteCount[0]$_SDFFCE_PP1P_ / TXSendBuffer[2]$_DFFE_PP_ / 0.61
finish: TXByteCount[0]$_SDFFCE_PP1P_ / TXSendBuffer[3]$_DFFE_PP_ / 0.87
-- flip-flops by register name, indices dropped and copies added (netlist names) --
signal,flops
RS232_Transmitter.BaudGeneratorAcc,17
conts,11
led0.PWMCounter,8
ledpwm0,8
RS232_Transmitter.TxD_dataReg,7
TXSendBuffer,7
TXByteCount,6
contus,6
RS232_Transmitter.state,4
TXByteSent,4
RS232_Transmitter.TxD,1
TXSend,1
led0.outreg,1
-- power by group through the flow --
stage         clock [mW]  sequential [mW]  combinational [mW]
CTS                0.511            0.813         0.000000610
finish             0.483            0.813         0.000000610
global route       0.539            0.813         0.000000610
Power and IR drop assume default switching activity.
